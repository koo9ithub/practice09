### design/flow/config.mk
export PLATFORM = sky130hd
export DESIGN_NAME = double_fig_sep
export DESIGN_NICKNAME = double_fig_sep
export VERILOG_FILES = /design/flow/design.v
export SDC_FILE = /design/flow/constraint.sdc
export NUM_CORES = 4
export LEC_CHECK = 1
export CORE_AREA = 10 10 70 70
export DIE_AREA = 0 0 80 80
### design/flow/constraint.sdc
current_design double_fig_sep

set clk_period 3.5
set clk_io_pct 0.2

create_clock -name clk0 -period $clk_period

set non_clock_inputs [all_inputs -no_clocks]
set_input_delay [expr $clk_period * $clk_io_pct] -clock clk0 $non_clock_inputs
set_output_delay [expr $clk_period * $clk_io_pct] -clock clk0 [all_outputs]
### design/flow/design.v
module	nco(	
		o_gen_clk,
		i_nco_num,
		clk,
		rst_n);
output		o_gen_clk	;	 
input	[31:0]	i_nco_num	;
input		clk		;	 
input		rst_n		;
reg	[31:0]	cnt		;
reg		o_gen_clk	;
always @(posedge clk or negedge rst_n) begin
	if(rst_n == 1'b0) begin
		cnt		<= 32'd0;
		o_gen_clk	<= 1'd0	;
	end else begin
		if(cnt >= i_nco_num/2-1) begin
			cnt 	<= 32'd0;
			o_gen_clk	<= ~o_gen_clk;
		end else begin
			cnt <= cnt + 1'b1;
		end
	end
end
endmodule
module	fnd_dec(
		o_seg,
		i_num);
output	[6:0]	o_seg		;	 
input	[3:0]	i_num		;
reg	[6:0]	o_seg		;
always @(i_num) begin 
 	case(i_num) 
 		4'd0:	o_seg = 7'b111_1110; 
 		4'd1:	o_seg = 7'b011_0000; 
 		4'd2:	o_seg = 7'b110_1101; 
 		4'd3:	o_seg = 7'b111_1001; 
 		4'd4:	o_seg = 7'b011_0011; 
 		4'd5:	o_seg = 7'b101_1011; 
 		4'd6:	o_seg = 7'b101_1111; 
 		4'd7:	o_seg = 7'b111_0000; 
 		4'd8:	o_seg = 7'b111_1111; 
 		4'd9:	o_seg = 7'b111_0011; 
 		4'd10:	o_seg = 7'b111_0111; 
 		4'd11:	o_seg = 7'b001_1111; 
 		4'd12:	o_seg = 7'b100_1110; 
 		4'd13:	o_seg = 7'b011_1101; 
 		4'd14:	o_seg = 7'b100_1111; 
 		4'd15:	o_seg = 7'b100_0111; 
		default:o_seg = 7'b000_0000; 
	endcase 
end
endmodule
module	double_fig_sep(
		o_left,
		o_right,
		i_double_fig);
output	[3:0]	o_left		;
output	[3:0]	o_right		;
input	[5:0]	i_double_fig	;
assign		o_left	= i_double_fig / 10	;
assign		o_right	= i_double_fig % 10	;
endmodule
module	led_disp(
		o_seg,
		o_seg_dp,
		o_seg_enb,
		i_six_digit_seg,
		i_six_dp,
		clk,
		rst_n);
output	[5:0]	o_seg_enb		;
output		o_seg_dp		;
output	[6:0]	o_seg			;
input	[41:0]	i_six_digit_seg		;
input	[5:0]	i_six_dp		;
input		clk			;
input		rst_n			;
wire		gen_clk		;
nco		u_nco(
		.o_gen_clk	( gen_clk	),
		.i_nco_num	( 32'd5000	),
		.clk		( clk		),
		.rst_n		( rst_n		));
reg	[3:0]	cnt_common_node	;
always @(posedge gen_clk or negedge rst_n) begin
	if(rst_n == 1'b0) begin
		cnt_common_node <= 4'd0;
	end else begin
		if(cnt_common_node >= 4'd5) begin
			cnt_common_node <= 4'd0;
		end else begin
			cnt_common_node <= cnt_common_node + 1'b1;
		end
	end
end
reg	[5:0]	o_seg_enb		;
always @(cnt_common_node) begin
	case (cnt_common_node)
		4'd0:	o_seg_enb = 6'b111110;
		4'd1:	o_seg_enb = 6'b111101;
		4'd2:	o_seg_enb = 6'b111011;
		4'd3:	o_seg_enb = 6'b110111;
		4'd4:	o_seg_enb = 6'b101111;
		4'd5:	o_seg_enb = 6'b011111;
		default:o_seg_enb = 6'b111111;
	endcase
end
reg		o_seg_dp		;
always @(cnt_common_node) begin
	case (cnt_common_node)
		4'd0:	o_seg_dp = i_six_dp[0];
		4'd1:	o_seg_dp = i_six_dp[1];
		4'd2:	o_seg_dp = i_six_dp[2];
		4'd3:	o_seg_dp = i_six_dp[3];
		4'd4:	o_seg_dp = i_six_dp[4];
		4'd5:	o_seg_dp = i_six_dp[5];
		default:o_seg_dp = 1'b0;
	endcase
end
reg	[6:0]	o_seg			;
always @(cnt_common_node) begin
	case (cnt_common_node)
		4'd0:	o_seg = i_six_digit_seg[6:0];
		4'd1:	o_seg = i_six_digit_seg[13:7];
		4'd2:	o_seg = i_six_digit_seg[20:14];
		4'd3:	o_seg = i_six_digit_seg[27:21];
		4'd4:	o_seg = i_six_digit_seg[34:28];
		4'd5:	o_seg = i_six_digit_seg[41:35];
		default:o_seg = 7'b111_1110;  
	endcase
end
endmodule
module	ir_rx(	
		o_data,
		i_ir_rxb,
		clk,
		rst_n);
output	[31:0]	o_data		;
input		i_ir_rxb	;
input		clk		;
input		rst_n		;
parameter	IDLE		= 2'b00	;
parameter	LEADCODE	= 2'b01	;	 
parameter	DATACODE	= 2'b10	;	 
parameter	COMPLETE	= 2'b11	;	 
wire		clk_1M				;
nco		u_nco(
		.o_gen_clk	( clk_1M	),
		.i_nco_num	( 32'd50	),
		.clk		( clk		),
		.rst_n		( rst_n		));
wire		ir_rx		;
assign		ir_rx = ~i_ir_rxb;
reg	[1:0]	seq_rx				;
always @(posedge clk_1M or negedge rst_n) begin
	if(rst_n == 1'b0) begin
		seq_rx <= 2'b00;
	end else begin
		seq_rx <= {seq_rx[0], ir_rx};
	end
end
reg	[15:0]	cnt_h		;
reg	[15:0]	cnt_l		;
always @(posedge clk_1M or negedge rst_n) begin
	if(rst_n == 1'b0) begin
		cnt_h <= 16'd0;
		cnt_l <= 16'd0;
	end else begin
		case(seq_rx)
			2'b00	: cnt_l <= cnt_l + 1;
			2'b01	: begin
				cnt_l <= 16'd0;
				cnt_h <= 16'd0;
			end
			2'b11	: cnt_h <= cnt_h + 1;
		endcase
	end
end
reg	[1:0]	state		;
reg	[5:0]	cnt32		;
always @(posedge clk_1M or negedge rst_n) begin
	if(rst_n == 1'b0) begin
		state <= IDLE;
		cnt32 <= 6'd0;
	end else begin
		case (state)
			IDLE: begin
				state <= LEADCODE;
				cnt32 <= 6'd0;
			end
			LEADCODE: begin
				if (cnt_h >= 8500 && cnt_l >= 4000) begin
					state <= DATACODE;
				end else begin
					state <= LEADCODE;
				end
			end
			DATACODE: begin
				if (seq_rx == 2'b01) begin
					cnt32 <= cnt32 + 1;
				end else begin
					cnt32 <= cnt32;
				end
				if (cnt32 >= 6'd32 && cnt_l >= 1000) begin
					state <= COMPLETE;
				end else begin
					state <= DATACODE;
				end
			end
			COMPLETE: state <= IDLE;
		endcase
	end
end
reg	[31:0]	data		;
reg	[31:0]	o_data		;
always @(posedge clk_1M or negedge rst_n) begin
	if(rst_n == 1'b0) begin
		data <= 32'd0;
	end else begin
		case (state)
			DATACODE: begin
				if (cnt_l >= 1000) begin
					data[32-cnt32] <= 1'b1;
				end else begin
					data[32-cnt32] <= 1'b0;
				end
			end
			COMPLETE: o_data <= data;
		endcase
	end
end
endmodule
module	top(
		o_seg_enb,
		o_seg_dp,
		o_seg,
		i_ir_rxb,
		clk,
		rst_n);
output	[5:0]	o_seg_enb	;
output		o_seg_dp	;
output	[6:0]	o_seg		;
input		i_ir_rxb	;
input		clk		;
input		rst_n		;
wire	[3:0] 	i_num0		;
wire	[3:0] 	i_num1		;
wire	[3:0] 	i_num2		;
wire	[3:0] 	i_num3		;
wire	[3:0] 	i_num4		;
wire	[3:0] 	i_num5		;
wire	[31:0]	o_data		;
assign		o_data = {  {2{4'b0000}}, i_num0, i_num1, i_num2, i_num3, i_num4, i_num5 }		;
wire	[6:0] 	o_seg0		;
wire	[6:0] 	o_seg1		;
wire	[6:0] 	o_seg2		;
wire	[6:0] 	o_seg3		;
wire	[6:0] 	o_seg4		;
wire	[6:0] 	o_seg5		;
wire	[41:0]	i_six_digit_seg	;
assign		i_six_digit_seg = { o_seg0, o_seg1, o_seg2, o_seg3, o_seg4, o_seg5}	;
ir_rx		u_ir(	
				.o_data		( o_data	),
				.i_ir_rxb	( i_ir_rxb	),
				.clk		( clk		),
				.rst_n		( rst_n		));
fnd_dec		u_fnd_dec_0(
				.o_seg		( o_seg0	),
				.i_num		( i_num0	));
fnd_dec		u_fnd_dec_1(
				.o_seg		( o_seg1	),
				.i_num		( i_num1	));
fnd_dec		u_fnd_dec_2(
				.o_seg		( o_seg2	),
				.i_num		( i_num2	));
fnd_dec		u_fnd_dec_3(
				.o_seg		( o_seg3	),
				.i_num		( i_num3	));
fnd_dec		u_fnd_dec_4(
				.o_seg		( o_seg4	),
				.i_num		( i_num4	));
fnd_dec		u_fnd_dec_5(
				.o_seg		( o_seg5	),
				.i_num		( i_num5	));
led_disp	u_led_disp(
				.o_seg		( o_seg		),
				.o_seg_dp	( o_seg_dp	),
				.o_seg_enb	( o_seg_enb	),
				.i_six_digit_seg( i_six_digit_seg),
				.i_six_dp	( 6'h0		),
				.clk		( clk		),
				.rst_n		( rst_n		));
endmodule
### design/flow/run.sh
#!/bin/bash
# OpenROAD 26Q1-2900-gdf79404cd8, Yosys 0.63+post, stock flow scripts
make -C /OpenROAD-flow-scripts/flow DESIGN_CONFIG=/design/flow/config.mk WORK_HOME=/design/flow/orfs finish
==> summary.txt <==
FF+latch area -> 0 sq um
Antenna diodes -> 0
static leakage -> 0.2648 nW
Layout area overhead -> 71.13%
fp_density -> 10.66%
# DRC -> 0
CP Class -> in -> out
dpl hpwl -> 785.4 um
die span in x -> 80 um
Hold Crit Depth -> 0
Die Y -> 80 um
Worst path depth -> 9
largest net degree at the start of global routing -> 13
TNS Setup -> 0 ps
ao+oa area frac -> 34.36%
slowest stage delay, CP -> 330 ps
power per cell area -> 136.5 mW/mm^2
Min Hold Slack -> 1400 ps
Crit Path Max Fanout -> 3
CP max-delay cell -> ha_2
RSZ-0062 raised after global routing -> false
yosys stat area -> 364.1 sq um
vias in the first global route -> 396
flop count -> 0
Top-area cell share -> 9.278%
global-route usage over all layers -> 3.209%
initial antenna violation count -> 0
max-slew violations -> 0
Die ar. -> 0.006400 sq mm
Adder Area Share -> 6.873%
crit path from -> i_double_fig[4]
WP data required -> 2800 ps
final wirelength -> 1042 um
Mapped Area -> 364.1 sq um
max frequency -> 297.9 MHz
post-route insts no fill -> 112
setup violators final -> 0
Cell Type Count -> 33
GP Congestion -> 0.7587
XOR/XNOR Area Share -> 2.405%
fin crit share -> 95.90%
cell total after placement -> 109
HP Class -> in -> out
clock buffer count -> 0
Routed wire per std cell -> 9.304 um
VDD IR max -> 0.00004941 V
Tot Pwr -> 0.08504 mW
port bufs -> 11
CP arrival -> 2660 ps
first-pass GRT wire length -> 1800 um
hold bufs inserted after CTS -> 0
core area -> 0.003416 sq mm
and+or+nand+nor area frac -> 30.93%
Synth area leader -> buf_6
worst path cell trace -> dlygate4sd2_1 -> or2_4 -> ha_4 -> nor4bb_4 -> o21a_1 -> a211oi_2 -> ha_2 -> mux2i_1 -> clkdlybuf4s15_1
outcome -> complete, no violations
post-layout util -> 18.24%
remaining antenna violation count -> 0
Crit path max-delay family -> adder cells
top post-synthesis cells by area -> buf_6 9.3%, ha_1 6.9%, mux2i_1 5.5%
tool warning count -> 32
Cells after Synth -> 48
hold path start -> i_double_fig[0]
DR vias -> 405
IO Count -> 14
layout cell share with drive strength beyond 1 -> 36.36%
Synth warnings -> 0
post-layout minimum cycle time -> 3356 ps
ys cells -> 48
WP buf/inv -> 2
First DRT Iteration DRCs -> 24
Seq/Total Area, Yosys -> 0%
final hold vios -> 0
Mux cell area share -> 5.498%
Crit. End Element -> output port
Via density -> 3.616
# rows -> 21
Post-synth top cells -> 4 x inv_1, 4 x o21ai_0, 3 x buf_6
remaining global-route overflow -> 0
maxcap violations -> 0
Worst setup SP type -> input port
Logic family by area -> AND-OR/OR-AND gates
DRT Pass-1 Iters -> 4
syn avg cell area -> 7.585 sq um
kinds of logic (layout without fill, tap and decap cells):
logic type / after synthesis / after routing
AND-OR/OR-AND: 17 / 17
XOR/XNOR: 1 / 1
adder cells (fa/ha/maj): 2 / 2
buffers and inverters: 10 / 28
multiplexers: 2 / 2
other: 1 / 1
AND/OR/NAND/NOR: 15 / 15
routing by layer:
metal  vias to the layer above  part of all wire [%]  GRT usage [%]
met5                         -                     0              0
met4                         0                     0              0
met3                         0                   9.1         0.7955
met2                         9                    45          5.136
met1                       186                    45          4.483
li1                        210                     -              -
area by class of cell:
type	count	area (sq um)
repair buffers	24	205.2
multi-input cells	38	345.3
fillers	388	2793
well taps	46	57.56
inverters	4	15.01
per-stage QoR:
stage	setup slack, ps	instance area, sq um
finish	143.6	623.1
global route	4.391	623.1
CTS	75.48	585.6
detailed placement	-488.5	553.0
global placement	-477.5	553.0
floorplan	457.4	364.1
path summary, 6_finish.rpt:
kind and to:
min o_right[0], max o_right[2]
timing repair:
item                       4_1_cts  5_1_grt
pin swaps                        7        5
gates resized                    9        6
setup buffers                    1        2
setup endpoints to repair        4        4
placed cells by master (no fill, tap or decap), types with 2 or more instances in the layout:
| master | instances |
|---|---|
| buf_4 | 13 |
| o21ai_0 | 3 |
| nand2b_1 | 2 |
| inv_1 | 4 |
| o211a_1 | 2 |
| mux2i_1 | 2 |
| clkdlybuf4s50_1 | 7 |
| clkdlybuf4s15_1 | 2 |
| a21oi_1 | 2 |
| dlygate4sd2_1 | 2 |
| nor2_1 | 2 |
report_power, final:
group          switching (mW)  internal, mW  total [mW]
clock                       0             0           0
sequential                  0             0           0
combinational          0.0326        0.0524      0.0850
No activity file was given, so power comes from the tool's default toggle rates.
